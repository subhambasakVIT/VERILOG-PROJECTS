--- flow/config.mk ---
export PLATFORM = sky130hd
export DESIGN_NAME = Calculator
export DESIGN_NICKNAME = Calculator
export VERILOG_FILES = /design/flow/design.v
export SDC_FILE = /design/flow/constraint.sdc
export NUM_CORES = 4
export LEC_CHECK = 1
export CORE_AREA = 10 10 88 88
export DIE_AREA = 0 0 98 98
--- flow/constraint.sdc ---
current_design Calculator

set clk_period 6.5
set clk_io_pct 0.2

create_clock -name clk0 -period $clk_period

set non_clock_inputs [all_inputs -no_clocks]
set_input_delay [expr $clk_period * $clk_io_pct] -clock clk0 $non_clock_inputs
set_output_delay [expr $clk_period * $clk_io_pct] -clock clk0 [all_outputs]
--- flow/run.sh ---
#!/bin/bash
# OpenROAD 26Q1-2900-gdf79404cd8, Yosys 0.63+post, stock flow scripts
make -C /OpenROAD-flow-scripts/flow DESIGN_CONFIG=/design/flow/config.mk WORK_HOME=/design/flow/orfs finish
--- flow/design.v ---
`timescale 1ns / 1ps
module Calculator (
    input [3:0] A,     
    input [3:0] B,     
    input [1:0] op,    
    output [7:0] result  
);
    reg [7:0] result_temp;
    integer i;
    always @(*) begin
        case (op)
            2'b00: result_temp = A + B;   
            2'b01: result_temp = A - B;   
            2'b10: result_temp = A*B;
            2'b11: result_temp = A / B;  
            default: result_temp = 8'b00000000;
        endcase
    end
    assign result = result_temp;
endmodule
==> CHANGELOG.md <==
### Implementation results

- FILL cells: 478
- PortBufs: 18
- Cell total in the yosys stat output: around 290
- Final Hold Violation Tally: 0
- Die H: between 90 and 100 um
- Max-area cell share: 26.9%
- Cts hold-fix bufs: 0
- Total Wirelength: between 6000 and 7000 um
- Area leader, netlist: ha_1
- Internal: around 240 uW
- Die width: slightly below 100 um
- Synth Instances: slightly below 300
- Max-cap viol count: 0
- Total net switching power: approximately 190 uW
- Hold path start: B[0]
- Critical path class: input port to output pin
- Vias: 2,468
- Antenna Nets Post-Route: 0
- Peak per-stage delay on the critical path: 0.37 ns
- Slowest-stage cell, CP: a311o_2
- Final min period: 9.33 ns
- Mean Syn Cell Area: about 7.9 um^2
- Pre-Repair DR Iteration Count: 4
- Distinct lib cells: 63
- Final Max Tran Viols: 0
- WHS: 3.34 ns
- Yosys stat chip area: 2280 um^2
- FP Rows: 28
- Status: complete, but fails checks
- Pwr Density: about 120 nW/um^2
- Area grow syn2layout: 60.0%
- CP Launch Type: input port
- Crit path DAT: 8.03 ns
- Flop pwr share: 0%
- Initial DRC Count: between 100 and 150
- Worst vdd ir: ~0.09 mV
- Setup total negative slack: -5.95 ns
- Slew at the pin closest to its max-slew limit: 0.717 ns
- Period Utilization, post-route: 144%
- Routed WL per cell: around 13 um
- Critical Path Most Common Cell: a21oi_2
- Chip Area: 9600 um^2
- Overall routing resource usage: approximately 13%
- Floorplan utilization: 38.5%
- Cell area after layout: 3640 um^2
- Comb pwr share: ~100%
- YS warnings: 1
- Failing checks: negative setup slack
- Max Freq: 107 MHz
- DRC errors left: 0
- Largest net degree at the start of global routing: 22
- Main area contributors: ha_1, fa_1, nor2_1
- Post-layout util: about 62%
- GP Congestion: just under 0.9
- Crit. End Element: output pin
- Most common cell in the synthesized netlist: ha_1
- DP Wirelength: between 5000 and 6000 um
- Gr ovfl total: 0
- # setup viols final: 3
- Ratio of routed vias to standard cells: 5.08
- Placed Area: between 3000 and 4000 um^2
- Worst hold path cell count: 7
- Post-Syn Area: about 2300 um^2
- Min-delay worst type: input port to output pin
- Synth top cells by count: ha_1, nor2_1, inv_1
- Number of global-route vias before repair: between 2,000 and 2,500
- Sequential Area: 0 um^2
- Layout clock buffers: 0
- CP Data Required Time: ~5.2 ns
- Final Worst Setup Slack: -2.83 ns
- Core area: between 5000 and 6000 um^2
- Top Ports: 18
- Net Sw Frac: around 44%
- N_diodes: 0
- Crit Path Max Fanout: 6
- Setup repair after global routing missed its margin: yes
- P_leak: around 1.8 nW
- Count of tool warnings: 42
- Hold path endpoint: result[0]
- Share of cells above drive strength 1: between 40 and 50%
- First-pass GRT wire length: roughly 11,000 um
- Sequential share of the synthesized area: 0%
- Initial antenna violation count: 0
- Clock power frac: 0%
- Seq cells: 0
- Max_slew headroom: 52.1%
==> power by group through the flow <==
| stage | registers (mW) | logic (mW) | clock network [mW] |
|---|---|---|---|
| after CTS | 0 | 0.401 | 0 |
| final | 0 | 0.425 | 0 |
| after global routing | 0 | 0.470 | 0 |
==> kinds of logic after synthesis <==
logic type / synth area share, %
other: 0.165
muxes: 3.57
AOI/OAI and AO/OA: 29.7
adders and majority gates: 32.2
xor gates and xnor gates: 6.76
buffers and inverters: 5.71
and+or+nand+nor: 21.9
==> final cells by class <==
class	instances	area (um^2)	area share [%]
well taps	75	93.8	2.58
repair buffers	125	981	26.9
multi-input cells	260	2460	67.5
inverters	26	108	2.95
==> worst max-delay path: cells and delay by family <==
family                   cells  cell delay (ns)
buffers and inverters        8             0.82
AND-OR/OR-AND               18             2.97
AND/OR/NAND/NOR              7             0.81
adder cells (fa/ha/maj)      6             1.61
multiplexers                 2             0.49
==> routing by layer <==
layer  wire [um]  vias up  share of wire, %  track usage [%]
met5           0        -                 0                0
met4           6        0             0.092            0.224
met3         178        2               2.7            0.569
met2        2980       30                46             22.3
met1        3360     1136                51             20.0
li1            -     1300                 -                -
==> repair_timing <==
action | in CTS | in global routing
hold endpoints to repair | 0 | 0
setup endpoints to repair | 4 | 6
gates resized | 44 | 10
buffers inserted | 29 | 4
pin swaps | 28 | 22
==> stage by stage <==
step	power, mW	setup WS (ns)	std cells
5_1_grt	0.470	-3.28	486
4_1_cts	0.401	-2.97	482
3_3_place_gp	0.346	-3.77	453
6_report	0.425	-2.83	486
2_1_floorplan	0.217	-2.96	292
3_5_place_dp	0.348	-3.83	453
==> cell usage in the layout, fill, tap and decap left out, types with 5 or more instances in the layout <==
master and n:
a21o_1 6, a21oi_1 9, a21oi_2 7, buf_4 107
clkdlybuf4s50_1 13, fa_1 6, ha_1 39, ha_4 10
inv_1 23, nand2_1 22, nand2b_1 5, nor2_1 25
nor3_1 8, o211ai_1 6, o21a_1 8, o21ai_0 8
xnor2_1 9, xor2_1 6
==> worst max path at each step <==
stage | endpoint | cells past startpoint | slack (ns) | start
final | result[0] | 41 | -2.83 | B[0]
after CTS | result[0] | 44 | -2.97 | B[0]
after global routing | result[0] | 44 | -3.28 | B[0]
No activity file was given, so power comes from the tool's default toggle rates.
