==> flow/design.v <==
`timescale 1ns / 1ps
module Traffic_light_controller(input clk,rst, output reg [2:0]M1,output reg [2:0]M4,output reg [2:0]M3,output reg [2:0]M2);
parameter S1=0, S2=1, S3=2, S4=3, S5=4, S6=5;
reg [3:0]count;
reg [2:0] ps;
parameter sec7=7, sec5=5, sec2=2, sec3=3;
always @(posedge clk or posedge rst)
    begin
    if(rst==1)
    begin
    ps<=S1;
    count<=0;
    end
    else                       
        case(ps)
            S1: if(count<sec7)
                begin
                ps<=S1;
                count<=count+1;
                end
                else
                begin
                ps<=S2;
                count<=0;
                end
            S2: if(count<sec2)
                begin
                ps<=S2;
                count<=count+1;
                end
                else
                begin
                ps<=S3;
                count<=0;
                end
            S3: if(count<sec5)
                begin
                ps<=S3;
                count<=count+1;
                end
                else
                begin
                ps<=S4;
                count<=0;
                end
            S4: if(count<sec2)
                begin
                ps<=S4;
                count<=count+1;
                end
                else
                begin
                ps<=S5;
                count<=0;
                end
            S5: if(count<sec3)
                begin
                ps<=S5;
                count<=count+1;
                end
                else
                begin
                ps<=S6;
                count<=0;
                end
            S6: if(count<sec3)
                begin
                ps<=S6;
                count<=count+1;
                end
                else
                begin
                ps<=S1;
                count<=0;
                end
            default: ps<=S1;
        endcase
    end
    always@(ps)
    begin
        case(ps)
            S1:
            begin
                M1<=3'b001;
                M2<=3'b001;
                M3<=3'b100;
                M4<=3'b100;
            end
            S2:
            begin
                M1<=3'b001;
                M2<=3'b010;
                M3<=3'b100;
                M4<=3'b100;
            end    
            S3:
            begin
                M1<=3'b001;
                M2<=3'b100;
                M3<=3'b001;
                M4<=3'b100;
            end
            S4:
            begin
                M1<=3'b010;
                M2<=3'b100;
                M3<=3'b010;
                M4<=3'b100;
            end
            S5:
            begin
                M1<=3'b100;
                M2<=3'b100;
                M3<=3'b100;
                M4<=3'b001;
            end
            S6:
            begin
                M1<=3'b100;
                M2<=3'b100;
                M3<=3'b100;
                M4<=3'b010;
            end
            default:
            begin
                M1<=3'b000;
                M2<=3'b000;
                M3<=3'b000;
                M4<=3'b000;
            end    
        endcase
    end
endmodule
==> flow/run.sh <==
#!/bin/bash
# OpenROAD 26Q1-2900-gdf79404cd8, Yosys 0.63+post, stock flow scripts
make -C /OpenROAD-flow-scripts/flow DESIGN_CONFIG=/design/flow/config.mk WORK_HOME=/design/flow/orfs finish
==> flow/config.mk <==
export PLATFORM = sky130hd
export DESIGN_NAME = Traffic_light_controller
export DESIGN_NICKNAME = Traffic_light_controller
export VERILOG_FILES = /design/flow/design.v
export SDC_FILE = /design/flow/constraint.sdc
export NUM_CORES = 4
export LEC_CHECK = 1
export CORE_AREA = 10 10 70 70
export DIE_AREA = 0 0 80 80
==> flow/constraint.sdc <==
current_design Traffic_light_controller

set clk_period 2.3
set clk_io_pct 0.2

create_clock -name clk0 -period $clk_period [get_ports {clk}]

set non_clock_inputs [all_inputs -no_clocks]
set_input_delay [expr $clk_period * $clk_io_pct] -clock clk0 $non_clock_inputs
set_output_delay [expr $clk_period * $clk_io_pct] -clock clk0 [all_outputs]
==> results_slide.txt <==
Flow Results at a Glance

Run
  – Number of max-cap violations: 0
  – Log Warnings: 26

Layout
  – Fillers: around 370
  – Layout area overhead: 28.0%
  – Top Layout Cells: clkdlybuf4s50_1 (13), dfrtp_1 (8), nand2_1 (7)
  – Commonest Layout Cell: clkdlybuf4s50_1
  – Share of cells above drive strength 1: 15.6%
  – Post-route cell area: slightly below 800 sq um

Timing
  – Max Clock Skew: 0.00295 ns
  – Fmax: between 400 and 500 MHz
  – Max-slew violation count: 0
  – Worst slew margin: between 70% and 80%
  – Final period utilization: 95.7%
  – TNS Setup: 0 ns
  – PnR worst setup slack: 0.0990 ns
  – Final Hold Violation Tally: 0
  – Worst slew pin tran: 0.442 ns
  – RSZ-0062 raised after global routing: no
  – Setup violators final: 0
  – Final min period: approximately 2.2 ns

Floorplanning
  – Die H: approximately 80 microns
  – Boundary pin count: 14
  – Chip area: approximately 0.0064 sq mm
  – Core ar.: between 0.003 and 0.004 sq mm
  – Init Core Util: between 10% and 20%
  – Die W: about 80 microns
  – FP Rows: 21

Drt
  – Initial DRC Count: 22
  – Vias: ~490
  – Post-route ant nets: 0
  – WL/cell: ~10 microns
  – Drt first pass iters: 4
  – ANT cells: 0
  – Vias per cell: slightly below 4
  – Final WL: around 1300 microns
  – Drt drc: 0

Yosys
  – Synth cell types: 31
  – Synth Instances: a little under 70
  – # Cells Yosys: 69
  – Ys flops: 10
  – Biggest area cells: dfrtp_1 (37%), clkbuf_1 (4.3%), dfstp_2 (4.3%), nand2_1 (4.3%), ha_1 (4.1%)
  – Top cell area share: around 37%
  – Avg Inst Size Synth: approximately 8.9 sq um
  – Adder Share, Synth: ~4%
  – Synthesis Warnings: 1
  – Xor/xnor share: 0%
  – Top logic family: simple AND/OR/NAND/NOR gates
  – Mapped cell area: just over 600 sq um
  – Synth Seq Share: slightly above 40%
  – Simple-Gate Area Share: between 30% and 40%
  – Leading area contributor after synthesis: dfrtp_1
  – YS chip area: 616 sq um
  – AO/OA Area Share: between 10 and 15%
  – Mux area share: about 3.5%

Power and ir drop
  – Lkg Pwr: between 0.3 and 0.4 nW
  – Clock share of power: around 41%
  – Switching Fraction: between 20% and 30%
  – Logic pwr share: approximately 1.7%
  – Power density over the cells: around 390 mW/mm^2
  – Internal cell power: ~240 uW
  – Worst vdd ir: 0.0902 mV
  – Sequential share of power: 57.6%
  – NetSw: slightly above 60 uW

Clock tree
  – Clk buf depth: 2
  – Hold Buf Count CTS: 0
  – CTS tree: built
  – H-tree level count: 1
  – Clk root buf: clkbuf_4
  – Num CTS Buffers: 3
  – Total clock sinks: 10
  – Clock latency on the worst-skew pair: 0.26 ns
  – CTS clk-pin slew, worst paths: around 0.070 ns

Min path
  – Worst Hold Class: input pin to async pin

Global route
  – Largest net degree at the start of global routing: 11
  – Tot GR Track Use: roughly 4.1%
  – Initial antenna violation count: 0
  – First-pass GRT wire length: around 2200 microns
  – Vias in the first global route: 487
  – Gr ovfl total: 0

Placed design
  – Pre-CTS setup slack: roughly 0.34 ns
  – DP Wirelength: a little over 1000 microns
  – Placed Area: about 760 sq um
  – Port Buffers: 13
  – Routability cong.: just over 0.8

Setup path
  – CP max FO: 9
  – CP startpoint kind: register
  – Critical path endpoint category: output pin
  – Crit path kind: register to output pin
  – WP data arrival: between 1.5 and 2 ns
  – Required time worst endpoint: around 1.8 ns

Outcome
  – Status: complete, no violations
## per-layer routing
metal / vias up / global-route usage, % / share of wire (%) / routed length [microns]
met5: - / 0 / 0 / 0
met3: 2 / 1.70 / 11 / 137
li1: 249 / - / - / -
met4: 0 / 0.704 / 0.63 / 8
met2: 10 / 6.34 / 43 / 546
met1: 228 / 5.34 / 46 / 582
## worst paths after layout
kind	startpoint	end	slack [ns]	cells past startpoint
setup reg to reg	register	count[1]	0.64	4
min in group clk0	ps[0]	ps[0]	0.52	2
max in group asynchronous	rst	ps[0]	1.51	2
hold reg to reg	ps[0]	ps[0]	0.52	2
setup / recovery	ps[3]	M4[2]	0.1	3
hold / removal	rst	count[0]	0.48	2
## cell type report
type	count	area, sq um	share of cell area (%)
clock buffers	4	26.3	3.33
flip-flops and latches	10	253	32.1
multi-input cells	46	307	38.9
repair buffers	13	130	16.5
well taps	46	57.6	7.30
inverters	4	15.0	1.90
## synth_stat cells, drive strengths merged
cell and instances:
dfrtp 9, clkbuf 7, nand2 7, nor3 6
nor2 5, inv 4, o21ai 3, or3 3
a21oi 2, buf 2, ha 2, nand2b 2
nor4 2, o31ai 2, or2 2, a211oi 1
a21o 1, a22o 1, and2 1, dfstp 1
mux2 1, mux2i 1, nand3 1, nor2b 1
nor3b 1, or4 1
## repair_timing
action                                  in CTS  in global routing
gates resized                                0                  1
setup buffers                                0                  0
endpoints found under the setup margin       0                  1
## cells by family after synthesis
kind of cell	count (synthesis)
flip-flops	10
AND/OR/NAND/NOR	32
AND-OR/OR-AND	10
multiplexers	2
buffers and inverters	13
adder cells (fa/ha/maj)	2
## power by group through the flow
stage	Sequential, mW	Combinational, mW	Clock [mW]
finish	0.176	0.00511	0.125
global route	0.176	0.00616	0.144
CTS	0.176	0.00556	0.131
## critical path: stages (launching register included)
cell             delay, ns
dfrtp_2               0.47
or3_4                 0.41
or2_1                 0.21
clkdlybuf4s50_1       0.40
## sequential cells by signal (all words and copies together), names as in the netlist, named ones only
name and cells:
count 4, ps 5
## stage by stage
stage	power (mW)	util (%)	hold slack (ns)	std cells
finish	0.306	23.1	0.479	123
global route	0.326	23.1	0.513	123
CTS	0.313	23.0	0.492	123
detailed placement	0.185	22.3	0.512	119
global placement	0.185	22.3	0.514	119
floorplan	0.182	-	0.299	69
Power and IR drop assume default switching activity.
