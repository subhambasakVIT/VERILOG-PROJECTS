$ cat ./run.sh
#!/bin/bash
# OpenROAD 26Q1-2900-gdf79404cd8, Yosys 0.63+post, stock flow scripts
make -C /OpenROAD-flow-scripts/flow DESIGN_CONFIG=/design/flow/config.mk WORK_HOME=/design/flow/orfs finish
$ cat ./config.mk
export PLATFORM = sky130hd
export DESIGN_NAME = apb_master
export DESIGN_NICKNAME = apb_master
export VERILOG_FILES = /design/flow/design.v
export SDC_FILE = /design/flow/constraint.sdc
export NUM_CORES = 4
export LEC_CHECK = 1
export CORE_UTILIZATION = 50
$ cat ./constraint.sdc
current_design apb_master

set clk_period 16.7
set clk_io_pct 0.2

create_clock -name clk0 -period $clk_period [get_ports {clk}]

set non_clock_inputs [all_inputs -no_clocks]
set_input_delay [expr $clk_period * $clk_io_pct] -clock clk0 $non_clock_inputs
set_output_delay [expr $clk_period * $clk_io_pct] -clock clk0 [all_outputs]
$ cat ./design.v
`timescale 1ns / 1ps
module apb_master(
    input clk,
    input reset_n,
    input transfer,
    input [31:0] addr,
    input [31:0] wdata,
    input write,
    output reg PSELx,
    output reg PENABLE,
    output reg [31:0] PADDR,
    output reg [31:0] PWDATA,
    output reg PWRITE,
    input wire PREADY
    );
    parameter IDLE = 2'b00;
    parameter SETUP = 2'b01;
    parameter ACCESS = 2'b10;
    reg [1:0] curr_state , next_state;
    always @(posedge clk or negedge reset_n)
        begin
            if(!reset_n)
                curr_state <= IDLE;
            else
                curr_state <= next_state;
        end
    always @(*)
        begin
            case(curr_state)
                IDLE: begin
                    if(transfer)
                        next_state = SETUP;
                    else
                        next_state = IDLE;
                end
                SETUP : begin
                    next_state = ACCESS;
                    end
                ACCESS : begin
                    if(PREADY)
                        if(transfer)
                            next_state = SETUP;
                        else
                            next_state = IDLE;
                    else
                        next_state = ACCESS;
               end
               default: next_state = IDLE;
            endcase
        end
    always @(posedge clk or negedge reset_n)
        begin
            if(!reset_n)
                begin
                    PSELx <= 1'b0;
                    PENABLE <= 1'b0;
                    PADDR <= 32'b0;
                    PWDATA <= 32'b0;
                    PWRITE <= 1'b0;
                end
            else
                begin
                    case(next_state)
                        IDLE: 
                            begin
                                PSELx <= 1'b0;
                                PENABLE <=1'b0;
                            end
                        SETUP : 
                            begin
                                PSELx <= 1'b1;
                                PENABLE <= 1'b0;
                                PADDR <= addr;
                                PWDATA <= wdata;
                                PWRITE <= write;
                            end
                        ACCESS : 
                            begin
                                PSELx <= 1'b1;
                                PENABLE <=1'b1;
                            end
                    endcase
                end
        end
endmodule
==> impl_metrics.csv <==
group,metric,value,unit
routing,drc,0,
power,switchingPower,0.00006691,W
routing,antenna_left,0,
status,outcome,"completed",
yosys,synth_flops,70,
power,power_leakage,2.092,nW
yosys,yosysWarnings,1,
global_route,grt_antenna_before_repair,1,
yosys,ys_top_cells_by_area,"dfrtp_1 65%, mux2_1 21%, mux2_2 7.2%",
power,pwr-share-clk,48.5,%
clocking,cts_made_buffers,9,
final_timing,whs,0.4840,ns
critical_path,crit_cells,5,
final_timing,fin_ws,11.31,ns
clocking,clockBufferDepth,2,
clocking,cts_hold_buf,0,
yosys,async_reset_ff_share,100.0,%
clocking,cts.sinks,70,
routing,viasPerCell,4.960,
final_timing,finalCriticalPeriod,5.393,ns
hold_path,hold_path_class,"reg -> reg",
routing,wl_per_cell,20.69,um
floorplanning,die_w,75.04,um
floorplanning,die_area,5631,sq um
yosys,synthTopCellsByCount,"69 x dfrtp_1, 50 x mux2_1, 17 x mux2_2, 5 x buf_6",
clocking,ctsResizeCount,0,
clocking,cts_setup_buffers,0,
final_timing,tightestPinTransition,0.7001,ns
finish,fin_util,84.66,%
floorplanning,dieHeight,75.04,um
final_timing,finClkSkew,0.007652,ns
floorplanning,fp.coreArea,5107,sq um
floorplanning,rows,26,
routing,num_antenna_cells,0,
critical_path,critPathLaunchType,"input port",
critical_path,crit_family,"buffers and inverters",
routing,dr.pass1.iters,4,
critical_path,crit_required,16.91,ns
critical_path,arrival,5.60,ns
final_timing,setup_violations,0,
yosys,ys_cells,156,
power,swShare,18.15,%
finish,fillers,289,
yosys,top_cell_area_share,64.73,%
yosys,ff_type,"dfrtp_1",
routing,routed_wirelength,7696,um
finish,drive_above_1_share,12.58,%
critical_path,critPathMaxFanout,54,
run,cap_violations,0,
yosys,largest_area_cell,"dfrtp_1",
floorplanning,io_pins,136,
yosys,edf_count,0,
global_route,grt_max_degree,58,
global_route,grt_overflow,0,
final_timing,finalHoldViolations,0,
final_timing,fin_crit_sh,32.29,%
critical_path,cp_slowest_cell,"buf_4",
routing,num_vias,1845,
clocking,clk_pin_slew,0.07,ns
power,p_per_area,85.24,nW/um^2
final_timing,final_max_slew_viol_count,0,
final_timing,fmax,0.1854,GHz
yosys,synth_area,2668,sq um
critical_path,r2r_start,"curr_state[0]",
yosys,syn_inst,156,
yosys,avgSynthCellArea,17.10,sq um
power,pwr-share-seq,46.0,%
power,design_power_total,0.0003686,W
yosys,yosysSeqAreaShare,65.71,%
clocking,h-tree-depth,3,
placement,post-place-ws,10.98,ns
critical_path,cp_slowest_stage_delay,0.68,ns
placement,port_buffers,135,
clocking,cts_root_buf,"clkbuf_8",
routing,drt-initial-drc-count,44,
critical_path,crit_path_end_kind,"flip-flop",
critical_path,path_cells,"clkdlybuf4s50_1 > mux2i_1 > nor3b_4 > buf_4 > mux2_1",
yosys,ys_area,2668,sq um
global_route,grt_first_pass_wirelength,10920,um
yosys,synth_cell_types,15,
critical_path,r2r_cells,4,
final_timing,final.setup.tns,0,ns
clocking,clk_latency,0.33,ns
hold_path,hold-path-cell-count,1,
final_timing,rsz0062_at_grt,"no",
power,p_int,0.0003017,W
clocking,cts_tree,"yes",
power,combPwrFrac,5.5,%
global_route,grt_usage,30.24,%
critical_path,path_class,"in -> reg",
power,ir_worst_vdd,62.48,uV
critical_path,path_buffers,2,
hold_path,min_from,"PWDATA[11]",
floorplanning,fp-utilization,52.23,%
critical_path,crit_start,"PREADY",
yosys,top_cell,"dfrtp_1",
placement,globalplace.congestion,0.8111,
finish,syn2layout_area_growth,62.10,%
final_timing,slew_headroom,53.33,%
placement,hpwl,4397,um
global_route,grt_pass1_vias,1862,
run,warnings,27,
==> power groups by stage <==
stage | combinational [W] | sequential (W) | clock [W]
4_1_cts | 0.0000207 | 0.000169 | 0.000181
5_1_grt | 0.0000219 | 0.000169 | 0.000188
6_report | 0.0000204 | 0.000169 | 0.000179
==> routing by layer <==
layer  GRT usage [%]  up-vias  routed length (um)  part of all wire (%)
li1                -      830                   -                     -
met4           3.564        2                  56                  0.73
met1           47.19      920                3244                    42
met2           45.75       85                3621                    47
met3           10.45        8                 760                   9.9
met5               0        -                  13                  0.17
==> area by class of cell <==
cell class              count  area, sq um  area share, %
inverters                   2        7.507         0.1736
flip-flops and latches     70         1753          40.54
clock buffers              10        137.6          3.183
well taps                  70        87.58          2.025
clock inverters             6        132.6          3.067
repair buffers            137         1361          31.48
multi-input cells          77        844.6          19.53
==> cells by family (layout without fill, tap and decap cells) <==
logic type / count (synthesis) / count (layout) / synth area share (%)
compound gates: 3 / 3 / 0.7501
fa+ha+maj: 2 / 2 / 0.9379
buf+inv: 9 / 155 / 2.861
simple gates: 4 / 4 / 1.079
flops: 70 / 70 / 65.71
mux: 68 / 68 / 28.66
==> final timing paths <==
path                       slack (ns)         end
max in group asynchronous       12.81  PWDATA[27]
min reg2reg                      0.48  PWDATA[11]
min in group asynchronous        2.89   PADDR[24]
max                             11.31   PADDR[18]
min                              0.48  PWDATA[11]
max reg2reg                     14.31   PADDR[18]
==> sequential cells by signal (all words and copies together) (netlist names) <==
register and flops:
PADDR 32, PENABLE 1, PSELx 1, PWDATA 32, PWRITE 1, curr_state 3
==> per-stage QoR <==
stage          cells  area [sq um]
5_1_grt          372          4324
4_1_cts          372          4324
3_3_place_gp     356          4054
3_5_place_dp     356          4054
6_report         372          4324
2_1_floorplan    156          2668
==> placed cells by master (no fill, tap or decap), drive strengths merged, types with 2 or more instances in the layout <==
cell | synthesis | layout
clkdlybuf4s50 | 0 | 134
dfrtp | 69 | 69
mux2 | 67 | 67
clkbuf | 0 | 10
bufinv | 0 | 4
buf | 7 | 3
inv | 2 | 2
a21o | 2 | 2
nor2b | 2 | 2
ha | 2 | 2
Power figures rest on the tool's default switching activity, not on a simulated workload.
